==> design/flow/design.v <==
module seg7(input a,b,c,d,output d1,d2,d3,d4,d5,d6,d7);
assign d1 = a|c|(b&d)|(~(b)&~(d));
assign d2 = ~b|(~(c)&~(d))|(c&d);
assign d3 = b|~c|d;
assign d4 = (~(b)&~(d))|(c&~d)|(b&~c&d)|(~b&c)|a;
assign d5 = (~(b)&~(d))|(c&~d);
assign d6 = a|(c&~d)|(b&~c)|(b&~(d));
assign d7 = a|(~b&c)|(b&~c)|(c&~d);
endmodule
==> design/flow/run.sh <==
#!/bin/bash
# OpenROAD 26Q1-2900-gdf79404cd8, Yosys 0.63+post, stock flow scripts
make -C /OpenROAD-flow-scripts/flow DESIGN_CONFIG=/design/flow/config.mk WORK_HOME=/design/flow/orfs finish
==> design/flow/config.mk <==
export PLATFORM = sky130hd
export DESIGN_NAME = seg7
export DESIGN_NICKNAME = seg7
export VERILOG_FILES = /design/flow/design.v
export SDC_FILE = /design/flow/constraint.sdc
export NUM_CORES = 4
export LEC_CHECK = 1
export CORE_AREA = 10 10 70 70
export DIE_AREA = 0 0 80 80
==> design/flow/constraint.sdc <==
current_design seg7

set clk_period 1.0
set clk_io_pct 0.2

create_clock -name clk0 -period $clk_period

set non_clock_inputs [all_inputs -no_clocks]
set_input_delay [expr $clk_period * $clk_io_pct] -clock clk0 $non_clock_inputs
set_output_delay [expr $clk_period * $clk_io_pct] -clock clk0 [all_outputs]
==> reports/metrics.cfg <==
[timing]
fin_hold_ws_ns = 0.736
drv_slew = 0
period_needed_ns = 1.24
rsz0062_at_grt = true
fin_crit_sh_pct = 124
fin_ws_ns = -0.235
tightest_slew_ns = 0.126
relSlewSlack_pct = 91.6
max_freq_ghz = 0.810
setup_viol = 5
hold_violations = 0

[grt]
grt_pass1_wl_um = 931
grt.total_usage_pct = 1.78
grt_pass1_vias = 176
grt_max_degree = 7
overflow = 0
antenna_found_initial = 0

[finish]
fin_area_um2 = 365
nClkBuffers = 0
layout_top_cell = buf_6
most-common-layout-cells = 10 x buf_6, 8 x buf_2, 2 x buf_4
seq_cells = 0
drive_above_1_share_pct = 75.0
synthToLayoutAreaGrowth_pct = 274
flop_area_um2 = 0

[route]
wirelength_um = 631
vias_per_cell = 2.35
wl_met1_um = 266
wl_per_cell_um = 7.70
vias = 193
top_layer = met3
first_pass_iters = 2
wl_met2_um = 289
num_antenna_cells = 0
dr_wl_met3_um = 75
drt_iter0_drc = 1
ant_nets = 0
drc = 0

[min_path]
hp-class = in2out
hold_path_depth = 4
min_from = b
hold_path_end = d2

[logic_synthesis]
ys_warn_count = 0
yosysCellCount = 15
avgSynthCellArea_um2 = 6.51
ys_seq_share_pct = 0
yosysUniqueCellTypes = 13
synth_top_area_share_pct = 10.3
yosys-stat-area_um2 = 97.6
top_cells_by_area = or4b_1 10%, a211o_1 9.0%, o31a_1 9.0%
syn_area_um2 = 97.6
syn_inst = 15
yosysTopAreaCell = or4b_1

[flow_run]
cap_violations = 0
warnings = 34

[place]
portBuffers = 11
hpwl_um = 421
dpl_cell_area_um2 = 295
routabilityCongestion = 0.748
post-place-ws_ns = -0.952

[cts]
holdBufCountCts = 0

[worst_setup_path]
critPathLaunchType = primary input
worstPathArrival_ns = 1.04
cp_max_fo = 3
cp-end-kind = output pin
crit_type = in2out
worstPathRequired_ns = 0.80

[outcome]
status = finished, violations left
violations = setup timing

[floorplanning]
die_x_um = 80
core-area_um2 = 3420
io_pins = 11
die_h_um = 80
rows = 21
fp_util_pct = 2.86
die_area_um2 = 6400

[pwr]
p_per_area_nw_per_um2 = 345
power_uw = 126
p_leak_nw = 0.154
worst_ir_drop_vdd_mv = 0.0452

==> logic make-up after synthesis <==
group                  Yosys count  synth area share (%)
XOR/XNOR                         2                  18.0
buffers and inverters            2                  7.70
AND-OR/OR-AND                    3                  25.6
AND/OR/NAND/NOR                  8                  48.7
==> worst max-delay path, stage by stage <==
cell	delay, ns
buf_6	0.10
or4b_1	0.51
o31a_1	0.11
buf_2	0.11
==> cell type report <==
cell class	count	area, um^2
Timing Repair Buffer	21	183
Multi-Input combinational cell	13	115
Fill cell	395	3050
Inverter	2	10.0
Tap cell	46	57.6
==> routing by layer <==
metal  vias to the layer above  track usage [%]
li1                         97                -
met1                        88             2.31
met2                         8             3.05
met3                         0            0.455
met4                         0                0
met5                         -                0
==> how the worst max path moves through the flow <==
| stage | from | to | slack (ns) | depth (start not counted) |
|---|---|---|---|---|
| after CTS | d | d4 | -0.24 | 6 |
| after global routing | c | d4 | -0.27 | 4 |
| final | c | d4 | -0.24 | 4 |
==> cells in the mapped netlist <==
library cell,number
a211o_1,1
and2b_1,1
and3_2,1
inv_1,2
nand2_1,1
nand3_1,1
nor2_1,2
o21bai_1,1
o31a_1,1
or3_1,1
or4b_1,1
xnor2_1,1
xor2_1,1
==> through the flow <==
| stage | util, % | setup TNS (ns) | instances |
|---|---|---|---|
| after floorplan | - | 0 | 15 |
| after global placement | 8.64 | -5.64 | 76 |
| after detailed placement | 8.64 | -5.65 | 76 |
| after CTS | 10.1 | -0.580 | 82 |
| after global routing | 10.7 | -0.728 | 82 |
| final | 10.7 | -0.471 | 82 |
==> report_power, final <==
part           switching (mW)  total (mW)  leakage (nW)  internal (mW)
clock                       0           0             0              0
sequential                  0           0             0              0
combinational          0.0447       0.126         0.154         0.0813
==> repair_timing <==
item / in CTS / in global routing
buffers inserted: 6 / 0
pin swaps: 5 / 3
setup endpoints to repair: 7 / 7
cloned: 0 / 0
endpoints found under the hold margin: 0 / 0
gates resized: 53 / 5
Power is estimated from default activity; no workload was simulated.
